### flow/run.sh
#!/bin/bash
# OpenROAD 26Q1-2900-gdf79404cd8, Yosys 0.63+post, stock flow scripts
make -C /OpenROAD-flow-scripts/flow DESIGN_CONFIG=/design/flow/config.mk WORK_HOME=/design/flow/orfs finish
### flow/config.mk
export PLATFORM = sky130hd
export DESIGN_NAME = MicroCodeController
export DESIGN_NICKNAME = MicroCodeController
export VERILOG_FILES = /design/flow/design.v
export SDC_FILE = /design/flow/constraint.sdc
export NUM_CORES = 4
export LEC_CHECK = 1
export CORE_AREA = 10 10 70 70
export DIE_AREA = 0 0 80 80
### flow/constraint.sdc
current_design MicroCodeController

set clk_period 1.1
set clk_io_pct 0.2

create_clock -name clk0 -period $clk_period [get_ports {clk}]
create_clock -name clk1 -period $clk_period [get_ports {reset_n}]

set non_clock_inputs [all_inputs -no_clocks]
set_input_delay [expr $clk_period * $clk_io_pct] -clock clk0 $non_clock_inputs
set_output_delay [expr $clk_period * $clk_io_pct] -clock clk0 [all_outputs]
### flow/design.v
module MicroCodeController(opcode, func_code, reset_n, clk,
                           mem_read, mem_to_reg, mem_write, reg_write,
                           alu_src_a, alu_src_b,
                           i_or_d, ir_write, dr_write,
                           pc_source, pc_write, 
                           wwd, halt, pass_input_1, pass_input_2,
                           A_write_en, B_write_en,
                           bcond_write_en, aluout_write_en, next_pc_reg_write_en,
                           wb_out_reg_write_en,
                           alu_opcode, wb_sel,
                           num_inst
                           );
    input wire [3:0] opcode;
    input wire [5:0] func_code;
    input wire reset_n;
    input wire clk;
    output wire mem_read;
    output wire mem_to_reg;
    output wire mem_write;
    output wire reg_write;
    output wire alu_src_a;
    output wire [1:0] alu_src_b;
    output wire i_or_d; 
    output wire ir_write;
    output wire dr_write;
    output wire pc_source;
    output wire pc_write;
    output wire wwd;
    output wire halt;
    output wire pass_input_1;
    output wire pass_input_2;
    output wire A_write_en;
    output wire B_write_en;
    output wire bcond_write_en;
    output wire aluout_write_en;
    output wire next_pc_reg_write_en;
    output wire wb_out_reg_write_en;
    output wire [3:0] alu_opcode;
    output wire wb_sel;
    output reg [16-1:0] num_inst;
    reg [3:0] state;
	initial begin
		state = 0;
		num_inst = -1;
	end
	always @(posedge reset_n) begin
		state <= 0;
		num_inst <= -1;
	end
    assign alu_opcode = (state == 4'd6) && 
    !((opcode == 4'd9) ||
      (opcode == 4'd10) ||
      ((opcode == 4'd15) && (func_code == 6'd25)) ||
      ((opcode == 4'd15) && (func_code == 6'd26))) ? 4'd4 : opcode;
    assign mem_read = (state == 4'd1) || (state == 4'd2) || ((opcode == 4'd7) && (state >= 4'd7) && (state <= 4'd10));
    assign mem_to_reg = (opcode == 4'd7) && (state == 4'd11);
    assign mem_write = ((opcode == 4'd8) && (state >= 4'd7) && (state <= 4'd10));
    assign reg_write = (state == 4'd11);
    assign alu_src_a = (state == 4'd4) || 
                       ((state == 4'd5) && (opcode >= 4'd4) && (opcode <= 4'd8)) || 
                       ((state == 4'd5) && (opcode == 4'd15));
    assign alu_src_b = ((state == 4'd4) || ((state == 4'd5) && (opcode == 4'd15))) ? 0
                            : ((state == 4'd6) ? 1
                            : 2);
    assign pass_input_1 = (opcode == 4'd10) && (state == 4'd6);
    assign pass_input_2 = (opcode == 4'd10) && (state == 4'd5);
    assign bcond_write_en = (state == 4'd4);
    assign aluout_write_en = (state == 4'd5);
    assign next_pc_reg_write_en = (state == 4'd6);
    assign wb_out_reg_write_en = (state == 4'd6);
    assign A_write_en = (state == 4'd3);
    assign B_write_en = (state == 4'd3);
    assign i_or_d = ((opcode == 4'd7) || (opcode == 4'd8)) && (state >= 4'd7) && (state <= 4'd10);
    assign ir_write = (state == 4'd1) || (state == 4'd2);
    assign dr_write = (opcode == 4'd7) && (state >= 4'd7) && (state <= 4'd10);
    assign pc_source = ((opcode >= 4'd0) && (opcode <= 4'd3))
                    || (opcode == 4'd9) || (opcode == 4'd10)
                    || ((opcode == 4'd15) && ((func_code == 6'd25) || (func_code == 6'd26)));
    assign pc_write = (state == 4'd0);  
    assign wwd = (opcode == 4'd15) && (func_code == 6'd28) &&  (state == 4'd4);  
    assign halt = (opcode == 4'd15) && (func_code == 6'd29);
    assign wb_sel = (opcode == 4'd10) ||((opcode == 4'd15) && (func_code == 6'd26));
    always @(posedge clk) begin
        case(state)
            4'd0: begin  
                num_inst <= num_inst + 1;
                state <= 4'd1;
            end
            4'd1: begin  
                state <= 4'd2;
            end
            4'd2: begin  
                if (opcode == 4'd10 || opcode == 4'd9) begin
                    state <= 4'd4;
                end
                else begin 
                    state <= 4'd3;
                end
            end
            4'd3: begin  
                state <= 4'd4;
            end 
            4'd4: begin  
                state <= 4'd5;
            end
            4'd5: begin  
                state <= 4'd6;
            end
            4'd6: begin  
                if (opcode == 4'd0 || opcode == 4'd1 || opcode == 4'd2 || opcode == 4'd3) begin
                    state <= 4'd0;
                end
                else if (opcode == 4'd9) begin
                    state <= 4'd0;
                end
                else if (opcode == 4'd15 && (func_code == 6'd25 || func_code == 6'd28 || func_code == 6'd29)) begin
                    state <= 4'd0;
                end
                else if (opcode == 4'd7 || opcode == 4'd8) begin
                    state <= 4'd7;
                end
                else begin
                    state <= 4'd11;
                end
            end
            4'd7: begin  
                state <= 4'd8;
            end
            4'd8: begin  
                state <= 4'd9;
            end
            4'd9: begin  
                state <= 4'd10;
            end
            4'd10: begin  
                if (opcode == 4'd7) begin
                    state <= 4'd11;
                end
                else begin
                    state <= 4'd0;
                end
            end
            4'd11: begin  
                state <= 4'd0;
            end
            default: begin state <= 4'd0; end
         endcase
    end
endmodule
module PCMuxSelector(pc_source, bcond, opcode,
                     pc_mux_sel);
    input wire pc_source;
    input wire bcond;
    input wire [3:0] opcode;
    output wire pc_mux_sel;
    assign pc_mux_sel = ((opcode >= 4'd0) && (opcode <= 4'd3)) ? (pc_source && bcond) : pc_source;
endmodule
==> results.txt <==
run metrics: Logic cell area approximately 280 sq um, Iter 0 DRT Violations 2, tool warnings 32, fin area about 560 sq um, Max Cap Viol 0, core area approximately 3400 sq um, Synth top cells by count 40 x buf_4, 2 x conb_1, 2 x xnor2_1, gr ovfl total 0, Cell Type Count 13, FP Util about an eighth, crit path to pc_source, Cell Pwr Density roughly 210 nW/um^2, synthesized area per cell 7.53 sq um, Worst Path Class, Setup input port to output pin, most common cell in the synthesized netlist buf_4, row cnt 21, # IOs ~55, via density per instance approximately 2.4, cell count after synthesis about 54, WP data arrival about 1.1 ns, initial antenna violation count 0, Vias 287, vias in the first global route 335, failing checks negative setup slack, routed wire length approximately 1100 microns, Synth Cell Area between 400 and 500 sq um, CP Launch Type input port, share of cells above drive strength 1 approximately 28%, outcome finished with violations, Synth area leader buf_4, Placer Congestion ~0.74, die width ~80 microns, CP Capture Type output pin, drc violations 0, crit path max fanout 3, clkbuf count 0, Post-synth area hogs buf_4 74%, xnor2_1 4.3%, o41ai_2 4.0%, nand4b_2 3.7%, o31ai_2 3.1%, Final ANT Viol Nets 0, Placement Cell Area about 500 sq um, Worst EP required between 0.8 and 0.9 ns, Tot GR Track Use 2.98%, DP HPWL 1030 microns, worst setup margin -0.202 ns, Ys Warns roughly 41, first-pass GRT wire length about 1600 microns, Flop area 0 sq um, Die Footprint around 6400 sq um, RSZ-0062 raised after global routing yes, Die H around 80 microns, Leakage Power roughly 0.00031 uW, DR pass1 iterations 2, post-synth area from yosys stat 407 sq um, Flop Count 0, # diodes 0, share of the synthesized area in the top cell type around three quarters, IR drop worst, VDD a little over 40 uV, Setup Viol. Count Final 3, P&R area growth vs syn 37.2%, hold_sp opcode[2], WL/cell 9.34 microns, hold slack final 0.902 ns, Worst Hold Class input port to output pin, Worst setup startpoint opcode[2], final-report hold violation count 0, Seq share, synth 0%, Pins Over Slew Limit 0, port bufs 17, largest net degree at the start of global routing 4, # fillers ~400, cell count listed in synth_stat.txt approximately 54
==> cell type report <==
class | count | share of cell area, %
multi-input combinational | 47 | 50.2
tap | 46 | 10.3
inverter | 1 | 0.673
timing repair buffer | 24 | 38.8
==> how the worst min path moves through the flow <==
stage / endpoint / slack (ns) / cells after the start
final: pc_source / 0.90 / 5
after global routing: pc_source / 0.95 / 5
after CTS: pc_source / 0.89 / 5
==> report_power, final <==
| group | internal [uW] | switching (uW) |
|---|---|---|
| logic | 70.1 | 46.6 |
| clock network | 0 | 0 |
| registers | 0 | 0 |
| total | 70.1 | 46.6 |
==> critical path, stage by stage <==
cell	delay (ns)
buf_6	0.07
and4_4	0.24
nand4b_4	0.13
buf_6	0.15
o31ai_4	0.15
buf_2	0.12
==> logic make-up (layout without fill, tap and decap cells) <==
group	count (synthesis)	count (layout)	synth area share, %
compound gates	3	3	8.92
other cells	2	36	1.85
xor+xnor	2	2	4.31
buf+inv	41	25	74.8
simple gates	6	6	10.1
==> per-stage QoR <==
| step | total power, uW | util [%] | TNS, ns | worst slack, ns | std cells |
|---|---|---|---|---|---|
| after detailed placement | 112 | 14.6 | -4.43 | -0.992 | 116 |
| after global placement | 113 | 14.6 | -4.45 | -0.998 | 116 |
| after CTS | 107 | 15.0 | -0.687 | -0.286 | 118 |
| final | 117 | 16.3 | -0.520 | -0.202 | 118 |
| after floorplan | 117 | - | 0 | 0.150 | 88 |
| after global routing | 133 | 16.3 | -0.699 | -0.252 | 118 |
==> metal layers <==
metal  share of wire, %  global-route usage [%]  wire length, microns  up-vias
met4                  0                       0                     0        0
met1                 46                    4.35                   502      125
li1                   -                       -                     -      134
met2                 46                    4.74                   510       28
met5                  0                       0                     0        -
met3                8.1                   0.455                    89        0
==> cell usage in the layout, fill, tap and decap left out, types with 3 or more instances in the layout <==
master and count:
dlygate4sd2_1 6, buf_4 4, buf_2 3, conb_1 36
buf_6 7, clkdlybuf4s50_1 4
==> timing repair <==
item / CTS / global route
hold endpoints to repair: 0 / 0
setup endpoints to repair: 7 / 3
gates resized: 37 / 7
hold buffers: 0 / 0
setup buffers: 2 / 0
pin swaps: 5 / 3
Power is estimated from default activity; no workload was simulated.
