### flow/config.mk
export PLATFORM = sky130hd
export DESIGN_NAME = ALU
export DESIGN_NICKNAME = ALU
export VERILOG_FILES = /design/flow/design.v
export SDC_FILE = /design/flow/constraint.sdc
export NUM_CORES = 4
export LEC_CHECK = 1
export CORE_UTILIZATION = 40
### flow/constraint.sdc
current_design ALU

set clk_period 13.2
set clk_io_pct 0.2

create_clock -name clk0 -period $clk_period

set non_clock_inputs [all_inputs -no_clocks]
set_input_delay [expr $clk_period * $clk_io_pct] -clock clk0 $non_clock_inputs
set_output_delay [expr $clk_period * $clk_io_pct] -clock clk0 [all_outputs]
### flow/design.v
module ADDModule(
    A, B,
    C, OverflowFlag
);
input wire [16 - 1 : 0] A;
input wire [16 - 1 : 0] B;
output wire [16 - 1 : 0] C;
output wire OverflowFlag;
assign C=A+B;
assign OverflowFlag = (A[16 - 1] == B[16 - 1]) & (A[16 - 1] != C[16 - 1]);
endmodule
module SUBModule(
    A, B,
    C, OverflowFlag
);
input wire [16 - 1 : 0] A;
input wire [16 - 1 : 0] B;
output wire [16 - 1 : 0] C;
output wire OverflowFlag;
assign C=A-B;
assign OverflowFlag = (A[16 - 1] != B[16 - 1]) & (B[16 - 1] == C[16 - 1]);
endmodule
module NOTModule(
    A,
    C
);
input wire [16 - 1 : 0] A;
output wire [16 - 1 : 0] C;
assign C=~A;
endmodule
module ANDModule(
    A, B,
    C
);
input wire [16 - 1 : 0] A;
input wire [16 - 1 : 0] B;
output wire [16 - 1 : 0] C;
assign C=A&B;
endmodule
module ORModule(
    A, B,
    C
);
input wire [16 - 1 : 0] A;
input wire [16 - 1 : 0] B;
output wire [16 - 1 : 0] C;
assign C=A|B;
endmodule
module NANDModule(
    A, B,
    C
);
input wire [16 - 1 : 0] A;
input wire [16 - 1 : 0] B;
output wire [16 - 1 : 0] C;
assign C=~(A&B);
endmodule
module NORModule(
    A, B,
    C
);
input wire [16 - 1 : 0] A;
input wire [16 - 1 : 0] B;
output wire [16 - 1 : 0] C;
assign C=~(A|B);
endmodule
module XORModule(
    A, B,
    C
);
input wire [16 - 1 : 0] A;
input wire [16 - 1 : 0] B;
output wire [16 - 1 : 0] C;
assign C=A^B;
endmodule
module XNORModule(
    A, B,
    C
);
input wire [16 - 1 : 0] A;
input wire [16 - 1 : 0] B;
output wire [16 - 1 : 0] C;
assign C=~(A^B);
endmodule
module LLSModule(
    A,
    C
);
input wire [16 - 1 : 0] A;
output wire [16 - 1 : 0] C;
assign C=(A<<1);
endmodule
module LRSModule(
    A,
    C
);
input wire [16 - 1 : 0] A;
output wire [16 - 1 : 0] C;
assign C=(A>>1);
endmodule
module ALSModule(
    A,
    C
);
input wire [16 - 1 : 0] A;
output wire [16 - 1 : 0] C;
assign C=(A<<<1);
endmodule
module ARSModule(
    A,
    C
);
input wire [16 - 1 : 0] A;
output wire [16 - 1 : 0] C;
assign C=($signed(A) >>> 1);
endmodule
module IDModule(
    A,
    C
);
input wire [16 - 1 : 0] A;
output wire [16 - 1 : 0] C;
assign C=A;
endmodule
module TCPModule(
    A,
    C
);
input wire [16 - 1 : 0] A;
output wire [16 - 1 : 0] C;
assign C=~A+1;
endmodule
module ZEROModule(
    C
);
output wire [16 - 1 : 0] C;
assign C=0;
endmodule
module ALU #(parameter data_width = 16) (
	input [data_width - 1 : 0] A, 
	input [data_width - 1 : 0] B, 
	input [3 : 0] FuncCode,
       	output reg [data_width - 1: 0] C,
       	output reg OverflowFlag);
wire [data_width - 1: 0] add_out;
wire add_flag;
wire [data_width - 1: 0] sub_out;
wire sub_flag;
wire [data_width - 1: 0] not_out;
wire [data_width - 1: 0] and_out;
wire [data_width - 1: 0] or_out;
wire [data_width - 1: 0] nand_out;
wire [data_width - 1: 0] nor_out;
wire [data_width - 1: 0] xor_out;
wire [data_width - 1: 0] xnor_out;
wire [data_width - 1: 0] lls_out;
wire [data_width - 1: 0] lrs_out;
wire [data_width - 1: 0] als_out;
wire [data_width - 1: 0] ars_out;
wire [data_width - 1: 0] id_out;
wire [data_width - 1: 0] tcp_out;
wire [data_width - 1: 0] zero_out;
ADDModule add_module (
	.A(A), .B(B), 
	.C(add_out), .OverflowFlag(add_flag)
);
SUBModule sub_module (
	.A(A), .B(B),
	.C(sub_out), .OverflowFlag(sub_flag)
);
NOTModule not_module (
	.A(A),
	.C(not_out)
);
ANDModule and_module (
	.A(A), .B(B),
	.C(and_out)
);
ORModule or_module (
	.A(A), .B(B),
	.C(or_out)
);
NANDModule nand_module (
	.A(A), .B(B),
	.C(nand_out)
);
NORModule nor_module (
	.A(A), .B(B),
	.C(nor_out)
);
XORModule xor_module (
	.A(A), .B(B),
	.C(xor_out)
);
XNORModule xnor_module (
	.A(A), .B(B),
	.C(xnor_out)
);
LLSModule lls_module (
	.A(A), 
	.C(lls_out)
);
LRSModule lrs_module (
	.A(A), 
	.C(lrs_out)
);
ALSModule als_module (
	.A(A), 
	.C(als_out)
);
ARSModule ars_module (
	.A(A), 
	.C(ars_out)
);
IDModule id_module (
	.A(A),
	.C(id_out)
);
TCPModule tcp_module (
	.A(A), 
	.C(tcp_out)
);
ZEROModule zero_module (
	.C(zero_out)
);
initial begin
	C = 0;
	OverflowFlag = 0;
end
always @(A or B or FuncCode) begin
    case (FuncCode)
		4'b0000:begin C<=add_out; OverflowFlag<=add_flag; end
		4'b0001:begin C<=sub_out; OverflowFlag<=sub_flag; end
		4'b0011:begin C<=not_out; OverflowFlag<=0; end
		4'b0100:begin C<=and_out; OverflowFlag<=0; end
		4'b0101:begin C<=or_out; OverflowFlag<=0; end
		4'b0110:begin C<=nand_out; OverflowFlag<=0; end
		4'b0111:begin C<=nor_out; OverflowFlag<=0; end
		4'b1000:begin C<=xor_out; OverflowFlag<=0; end
		4'b1001:begin C<=xnor_out; OverflowFlag<=0; end
		4'b1010:begin C<=lls_out; OverflowFlag<=0; end
		4'b1011:begin C<=lrs_out; OverflowFlag<=0; end
		4'b1100:begin C<=als_out; OverflowFlag<=0; end
		4'b1101:begin C<=ars_out; OverflowFlag<=0; end
		4'b0010:begin C<=id_out; OverflowFlag<=0; end
		4'b1110:begin C<=tcp_out; OverflowFlag<=0; end
		4'b1111:begin C<=zero_out; OverflowFlag<=0; end
        default:begin C<=0; OverflowFlag<=0; end
    endcase
end
endmodule
### flow/run.sh
#!/bin/bash
# OpenROAD 26Q1-2900-gdf79404cd8, Yosys 0.63+post, stock flow scripts
make -C /OpenROAD-flow-scripts/flow DESIGN_CONFIG=/design/flow/config.mk WORK_HOME=/design/flow/orfs finish
==> run notes <==
fresh numbers from the pnr run: post-cts resize count 0, Core Rows 36, Flop pwr share 0, Hold Violations, Final 0, maxcap violations 0, Setup violations, final 0, 1st-iter DRT viols 548, Distinct cells, synth 68, Port-buffer cells 53, fraction of layout cells with a size suffix above 1 0.0425, Slew Limit Fails 0, Clk pwr share 0, CP arrival ~6.6 ns, ys cells 622, sw power approximately 0.11 mW, Max-slew headroom 0.339, Pint 0.0809 mW, Register Area 0 um^2, first-pass GRT wire length 24.7 mm, M1 GR Usage 0.462, Flops 0, Non-Filler Instances 769, Routed WL 16.0 mm, Final Util 0.466, Placed Instances 769, Post-DRT Antenna Nets 0, # clk buffers 0, pin count of the biggest net entering global routing 69, Init Core Util 0.411, initial antenna violation count 0, critical path class input port to output port, DR WL/cell 20.9 um, post-DP HPWL roughly 12 mm, Mapped Cells 622, Critical Path Start Type input port, # DRC 0, power per cell area 41.7 nW/um^2, diode count 0, postcts setup bufs 0, total gr overflow 0, Die Wd 102 um, Tcrit/Tclk final 0.701, min-delay worst type input port to output port, Initial DRT Pass Iterations 8, most numerous logic cell after layout nand2_1, sequential area share after synthesis 0, Switching Share 0.574, DIE HEIGHT 102 um, Worst Path Max Fanout 14, GPL Wtd Cong between 1 and 1.5, Die Footprint 10500 um^2, Most Used Layer, Global Route met2, vias per cell 6.44, routed via count 4955, Syn Std Cell Area 4020 um^2, Core Region roughly 10000 um^2, GRT met2 Usage 0.470, max frequency 108 MHz, CP endpoint kind output port, GRT Overall Usage 0.314, vias in the first global route 4419, maximum vdd drop 0.0000169 V, Logic pwr share 1.000, Area Overhead vs Synth 13.3%, I/O pin count 53, fillers 1008, number of logged tool warnings 63, post-layout min period 9.25 ns, average size of a mapped cell around 6.5 um^2, slew at the pin with the worst max-slew slack slightly below 1 ns, unrepaired setup endpoints after global routing false, met3 usage 0.0563, status complete, no violations, hold_buf cts 0, Synth Warn # 1, Top cells excl fill/tap nand2_1, a21oi_1, clkdlybuf4s50_1, inv_1, ha_1, Worst Path Required 10.56 ns, setup_tns 0 ns, Lkg Pwr ~1.8 nW, yosys stat chip area 4020 um^2
[kinds of logic (layout without fill, tap and decap cells)]
| group | count (synthesis) | count (layout) | share of synthesized area |
|---|---|---|---|
| simple gates | 193 | 193 | 0.236 |
| fa+ha+maj | 50 | 50 | 0.159 |
| mux | 13 | 13 | 0.0327 |
| compound gates | 245 | 245 | 0.420 |
| buf+inv | 99 | 113 | 0.103 |
| xor+xnor | 22 | 22 | 0.0479 |
[metrics by stage]
stage               area, um^2  power, mW  hold WS, ns  setup WS (ns)
finish                    4550      0.190         6.28           3.95
global placement          4550      0.186         6.27           4.07
global route              4550      0.207         6.30           3.79
CTS                       4550      0.186         6.28           4.01
floorplan                 4020      0.118         5.38           5.82
detailed placement        4550      0.185         6.27           4.02
[cells in the mapped netlist, drive strengths merged (8+ instances only)]
cell type,n,area [um^2]
a211oi,9,67.6
a21o,8,60.1
a21oi,55,275
a221o,8,80.1
a221oi,8,70.1
buf,19,115
clkbuf,30,113
ha,48,601
inv,49,184
mux2i,12,120
nand2,57,214
nand2b,9,56.3
nand3,12,60.1
nor2,47,176
nor2b,14,87.6
nor3,14,75.1
o211ai,9,67.6
o21ai,39,195
o22ai,24,150
or4,9,75.1
xnor2,15,131
[power groups by stage]
| stage | sequential, mW | clock (mW) | combinational (mW) |
|---|---|---|---|
| after CTS | 0 | 0 | 0.186 |
| final | 0 | 0 | 0.190 |
| after global routing | 0 | 0 | 0.207 |
[routing by layer]
layer  vias to the layer above  wire length (um)  part of all wire
met5                         -                 0                 0
met4                         0               547             0.034
met3                        46              1600              0.10
met2                       262              6800              0.42
met1                      2271              7100              0.44
li1                       2376                 -                 -
[area by class of cell]
type                       instances  area, um^2  share of cell area
multi-input combinational        523        3610               0.793
timing repair buffer              63         591               0.130
inverter                          50         188              0.0412
tap                              133         166              0.0365
[path summary, 6_finish.rpt]
path,startpoint,endpoint,slack (ns),depth (start not counted)
setup / recovery,A[7],OverflowFlag,3.95,11
hold / removal,FuncCode[1],C[3],6.28,5
[worst max-delay path, cell delays in order]
cell and delay [ns]:
clkdlybuf4s50_1 0.71, inv_1 0.13, ha_1 0.59, nor3b_1 0.12, or3_1 0.43, or4_1 0.41, o32ai_1 0.51, o221a_2 0.37
xnor2_1 0.06, o32ai_1 0.12, clkdlybuf4s50_1 0.51
Power and IR drop assume default switching activity.
