### flow/run.sh
#!/bin/bash
# OpenROAD 26Q1-2900-gdf79404cd8, Yosys 0.63+post, stock flow scripts
make -C /OpenROAD-flow-scripts/flow DESIGN_CONFIG=/design/flow/config.mk WORK_HOME=/design/flow/orfs finish
### flow/config.mk
export PLATFORM = sky130hd
export DESIGN_NAME = ExtendDelegator
export DESIGN_NICKNAME = ExtendDelegator
export VERILOG_FILES = /design/flow/design.v
export SDC_FILE = /design/flow/constraint.sdc
export NUM_CORES = 4
export LEC_CHECK = 1
export CORE_AREA = 10 10 70 70
export DIE_AREA = 0 0 80 80
### flow/constraint.sdc
current_design ExtendDelegator

set clk_period 2.2
set clk_io_pct 0.2

create_clock -name clk0 -period $clk_period

set non_clock_inputs [all_inputs -no_clocks]
set_input_delay [expr $clk_period * $clk_io_pct] -clock clk0 $non_clock_inputs
set_output_delay [expr $clk_period * $clk_io_pct] -clock clk0 [all_outputs]
### flow/design.v
module ExtendDelegator(pc, opcode,
                        immediate_and_offset, target_address,
                        extended_output);
    input wire [15:0] pc;
    input wire [3:0] opcode;
    input wire [7:0] immediate_and_offset;
    input wire [11:0] target_address;
    output wire [15:0] extended_output;
	wire [15:0] sign_extend_out;
	wire [15:0] msb_zero_extend_out;
	wire [15:0] lsb_zero_extend_out;
	wire [15:0] concat_pc_target_out;
	SignExtend8to16 sign_extend_8_to_16_instance (
		.in(immediate_and_offset), .out(sign_extend_out)
	);
	MsbZeroExtend8to16 msb_zero_extend_8_to_16_instance (
		.in(immediate_and_offset), .out(msb_zero_extend_out)
	);
	LsbZeroExtend8to16 lsb_zero_extend_8_to_16_instance (
		.in(immediate_and_offset), .out(lsb_zero_extend_out)
	);
	ConcatPc4Target12 concat_pc_4_target_12_instance (
		.pc(pc), .target(target_address), 
		.out(concat_pc_target_out)
	);
    assign extended_output = (opcode == 4'd4 || opcode == 4'd7 || opcode == 4'd8 || 
                              opcode == 4'd0 || opcode == 4'd1 || opcode == 4'd2 || 
                              opcode == 4'd3) ? sign_extend_out :
                             (opcode == 4'd5 ? msb_zero_extend_out : 
                             (opcode == 4'd6 ? lsb_zero_extend_out : 
                             ((opcode == 4'd9 || opcode == 4'd10) ? concat_pc_target_out : 0)));
endmodule
module SignExtend8to16(in, out);
    input wire [7:0] in;
    output wire [15:0] out;
    assign out = {{8{in[7]}}, in[7:0]};
endmodule
module MsbZeroExtend8to16(in, out);
    input wire [7:0] in;
    output wire [15:0] out;
    assign out = {8'b00000000,in[7:0]};
endmodule
module LsbZeroExtend8to16(in, out);
    input wire [7:0] in;
    output wire [15:0] out;
    assign out = {in[7:0],8'b00000000};
endmodule
module ConcatPc4Target12(pc, target, out);
    input wire [15:0] pc;
    input wire [11:0] target;
    output wire [15:0] out;
    assign out = {pc[15:12], target[11:0]};
endmodule
==> impl_metrics.toml <==
# generated from flow reports
[finish]
area_delta_synth_final_pct = 252
drive_above_1_share = 0.277
ff_count = 0
fin_area_um2 = 868
fillCellCount = 358
nClkBuffers = 0
seqCellArea_um2 = 0
comb_area_um2 = 253

[grt]
antenna_found_initial = 0
grt_pass1_wl_um = 3020
grt_overflow = 0
first_global_vias = 557
grtUsageTotal = 0.0589
grt_max_degree = 17

[setup_path]
path_delay_family = "buffers and inverters"
cp-end-kind = "primary output"
crit_type = "input port to primary output"
crit_fanout = 5
critPathMaxStageDelay_ps = 470
crit_buf_inv = 4
endpoint = "extended_output[5]"
worstPathRequired_ps = 1760
startpoint_type = "input port"
path_common_cell = "buf_6"
worstPathCellList = "buf_4 -> buf_6 -> o21a_1 -> o22ai_2 -> buf_6 -> a22o_1 -> clkdlybuf4s50_1"
crit_arrival_ps = 1720
cp_num_cells = 7
crit_start = "opcode[0]"
worst_path_max_delay_cell = "clkdlybuf4s50_1"

[routing]
firstDrtPassIters = 4
num_vias = 547
post_drt_via_cell_ratio = 4.24
drc = 0
ant_nets = 0
drt-total-wl_um = 2070
post_drt_wl_per_cell_um = 16.0
drt_iter0_markers = 30
antenna_cells = 0

[synthesis]
xor_area_frac = 0.0355
top_cells_by_area = "a221o_1 32%, a22o_1 28%, nor3b_4 7.6%, buf_6 4.6%, o2111a_1 4.6%"
ys_types = 14
avgSynthCellArea_um2 = 8.80
synth_cells = 28
synthTopCellsByCount = "8 x a221o_1, 8 x a22o_1"
yosys.area_share.adder = 0
netlist_area_um2 = 246
ys_warn_count = 0
ys_seq_share = 0
synth-compound-area-share = 0.731
yosysTopAreaCellShare = 0.325
ys_sh_simple = 0.152
topCombFamilyByArea = "AND-OR/OR-AND gates"
ys_area_um2 = 246
mux_share = 0
yosys.area.top_type = "a221o_1"
yosys-stat-cells = 28

[floorplan]
core_um2 = 3420
dieHeight_um = 80
die_width_um = 80
die-area_um2 = 6400
core.rowCount = 21
fp-utilization = 0.0722
io_pins = 56

[sta]
worst_slew_pin_slew_ps = 207
period_used_share = 0.980
drv_slew = 0
fmax_ghz = 0.464
period_minus_slack_ps = 2160
tns_ps = 0
relSlewSlack = 0.861
setup_viol = 0
hold_violations = 0

[flow_run]
max-cap-violations = 0
openroad.warnings = 44

[hold_path]
hp-class = "input port to primary output"

[status]
outcome = "finished, final reports clean"

[placed_design]
dpl_cell_area_um2 = 801
gp_congestion = 0.858
dpl.hpwl_um = 1700
portBuffers = 44

[pwr]
p_per_area_nw_per_um2 = 200
p_leak_nw = 0.478
ir_drop_v = 0.0000753
## layout make-up
class | count | area share
Inverter | 1 | 0.00432
Multi-Input combinational cell | 25 | 0.291
Tap cell | 46 | 0.0663
Timing Repair Buffer | 57 | 0.638
## report_power, final
group	leakage, nW	internal (mW)	switching [mW]
registers	0	0	0
clock network	0	0	0
logic	0.478	0.121	0.0526
## what timing repair did
item                       CTS  global route
hold endpoints to repair     0             0
hold buffers                 0             0
gates resized               34             9
pin swaps                    8             4
gates cloned                 0             0
setup buffers                1             5
setup endpoints to repair   16             9
## worst min path at each step
stage                              startpoint                  end  slack, ps  cells after the start
after CTS             immediate_and_offset[7]  extended_output[15]       1570                      4
after global routing  immediate_and_offset[7]   extended_output[7]       1520                      4
final                 immediate_and_offset[7]   extended_output[7]       1450                      4
## through the flow
step	utilization	power (mW)	cells	setup WS, ps	hold slack, ps
global placement	0.234	0.175	124	-474	1910
global route	0.254	0.188	129	-1.35	1520
finish	0.254	0.174	129	44.2	1450
detailed placement	0.234	0.176	124	-476	1890
CTS	0.239	0.173	124	2.13	1570
floorplan	-	0.0390	28	513	955
## cells in the final DEF (no fill, tap or decap)
cell type        synthesis  layout
nor3b_4                  1       1
buf_12                   0       1
nand2_1                  1       1
buf_2                    0       3
inv_1                    1       1
buf_4                    0      10
nor2b_4                  0       1
clkdlybuf4s50_1          0      24
dlygate4sd2_1            0       8
and3b_1                  1       1
a221o_1                  8       8
o2111a_2                 0       1
xnor2_2                  0       1
o22ai_2                  0       1
dlymetal6s2s_1           0       8
a22o_1                   8       8
buf_6                    1       3
o21a_1                   1       1
o21ai_2                  0       1
## logic make-up after synthesis
| family | Yosys count |
|---|---|
| buffers and inverters | 3 |
| AOI/OAI and AO/OA | 20 |
| and+or+nand+nor | 4 |
| xor gates and xnor gates | 1 |
## per-layer routing
| layer | GRT usage | part of all wire | vias to the layer above |
|---|---|---|---|
| met5 | 0 | 0 | - |
| met4 | 0 | 0 | 0 |
| met3 | 0.0284 | 0.18 | 0 |
| met2 | 0.0827 | 0.35 | 52 |
| met1 | 0.0838 | 0.47 | 252 |
| li1 | - | - | 243 |
Power figures rest on the tool's default switching activity, not on a simulated workload.
